$ cat flow/constraint.sdc
current_design ahb_text_vram_bridge

set clk_period 2.8
set clk_io_pct 0.2

create_clock -name clk0 -period $clk_period [get_ports {HCLK}]

set non_clock_inputs [all_inputs -no_clocks]
set_input_delay [expr $clk_period * $clk_io_pct] -clock clk0 $non_clock_inputs
set_output_delay [expr $clk_period * $clk_io_pct] -clock clk0 [all_outputs]
$ cat flow/design.v
module ahb_text_vram_bridge #(
    parameter BASE_ADDR  = 32'h40000000,   
    parameter ADDR_WIDTH = 15,              
    parameter MEM_SIZE   = 32'h4B00         
)(
    input  wire        HCLK,
    input  wire        HRESETn,
    input  wire        HSEL,                
    input  wire [31:0] HADDR,               
    input  wire [31:0] HWDATA,              
    input  wire        HWRITE,              
    input  wire [1:0]  HTRANS,              
    input  wire [2:0]  HSIZE,               
    input  wire [2:0]  HBURST,              
    input  wire        HREADY,              
    output reg  [31:0] HRDATA,              
    output reg         HREADYOUT,           
    output reg  [1:0]  HRESP,               
    output wire        cpu_clk,             
    output reg         cpu_we,              
    output reg  [ADDR_WIDTH-1:0] cpu_addr,  
    output reg  [7:0]  cpu_wdata,           
    input  wire [7:0]  cpu_rdata            
);
    localparam HTRANS_IDLE   = 2'b00;
    localparam HTRANS_BUSY   = 2'b01;
    localparam HTRANS_NONSEQ = 2'b10;
    localparam HTRANS_SEQ    = 2'b11;
    localparam HBURST_SINGLE = 3'b000;
    localparam HBURST_INCR   = 3'b001;
    localparam HBURST_WRAP4  = 3'b010;
    localparam HBURST_INCR4  = 3'b011;
    localparam HBURST_WRAP8  = 3'b100;
    localparam HBURST_INCR8  = 3'b101;
    localparam HBURST_WRAP16 = 3'b110;
    localparam HBURST_INCR16 = 3'b111;
    localparam HSIZE_BYTE = 3'b000;   
    localparam HSIZE_HALF = 3'b001;   
    localparam HSIZE_WORD = 3'b010;   
    localparam HRESP_OKAY  = 2'b00;
    localparam HRESP_ERROR = 2'b01;
    reg [31:0] addr_reg;
    reg        write_reg;
    reg [2:0]  size_reg;
    reg        trans_valid_reg;
    reg        error_reg;
    reg        error_resp_reg;   
    wire [31:0] addr_offset;
    wire        addr_valid;
    wire        trans_valid;
    wire        wrap_burst;
    wire        addr_error;    
    wire [1:0] byte_lane;
    assign cpu_clk = HCLK;
    assign trans_valid = HSEL && HREADY && (HTRANS == HTRANS_NONSEQ || HTRANS == HTRANS_SEQ);
    assign wrap_burst = (HBURST == HBURST_WRAP4 || HBURST == HBURST_WRAP8 || HBURST == HBURST_WRAP16);
    assign addr_offset = HADDR - BASE_ADDR;
    assign addr_valid  = (HADDR >= BASE_ADDR) && (addr_offset < MEM_SIZE);
    assign addr_error = !addr_valid || wrap_burst;
    assign byte_lane = addr_reg[1:0];
    always @(posedge HCLK or negedge HRESETn) begin
        if (!HRESETn) begin
            addr_reg        <= 32'h0;
            write_reg       <= 1'b0;
            size_reg        <= 3'b0;
            trans_valid_reg <= 1'b0;
            error_reg       <= 1'b0;
            error_resp_reg  <= 1'b0;
        end else begin
            if (trans_valid) begin
                addr_reg        <= HADDR;
                write_reg       <= HWRITE;
                size_reg        <= HSIZE;
                trans_valid_reg <= 1'b1;
                error_reg       <= addr_error;
            end else begin
                trans_valid_reg <= 1'b0;
                error_reg       <= 1'b0;
            end
            error_resp_reg <= error_reg;
        end
    end
    always @(*) begin
        cpu_addr = addr_reg[ADDR_WIDTH-1:0];
    end
    always @(*) begin
        case (size_reg)
            HSIZE_BYTE: begin
                case (byte_lane)
                    2'b00: cpu_wdata = HWDATA[7:0];
                    2'b01: cpu_wdata = HWDATA[15:8];
                    2'b10: cpu_wdata = HWDATA[23:16];
                    2'b11: cpu_wdata = HWDATA[31:24];
                endcase
            end
            HSIZE_HALF: begin
                case (byte_lane[1])
                    1'b0: cpu_wdata = HWDATA[7:0];
                    1'b1: cpu_wdata = HWDATA[23:16];
                endcase
            end
            HSIZE_WORD: begin
                cpu_wdata = HWDATA[7:0];
            end
            default: begin
                cpu_wdata = HWDATA[7:0];
            end
        endcase
    end
    always @(*) begin
        if (trans_valid_reg && write_reg && !error_reg) begin
            cpu_we = 1'b1;
        end else begin
            cpu_we = 1'b0;
        end
    end
    always @(*) begin
        if (trans_valid_reg && !write_reg && !error_reg) begin
            case (size_reg)
                HSIZE_BYTE: begin
                    case (byte_lane)
                        2'b00: HRDATA = {24'h0, cpu_rdata};
                        2'b01: HRDATA = {16'h0, cpu_rdata, 8'h0};
                        2'b10: HRDATA = {8'h0, cpu_rdata, 16'h0};
                        2'b11: HRDATA = {cpu_rdata, 24'h0};
                    endcase
                end
                HSIZE_HALF: begin
                    case (byte_lane[1])
                        1'b0: HRDATA = {16'h0, 8'h0, cpu_rdata};
                        1'b1: HRDATA = {8'h0, cpu_rdata, 16'h0};
                    endcase
                end
                HSIZE_WORD: begin
                    HRDATA = {24'h0, cpu_rdata};
                end
                default: begin
                    HRDATA = {24'h0, cpu_rdata};
                end
            endcase
        end else begin
            HRDATA = 32'h0;
        end
    end
    always @(*) begin
        if (error_reg || error_resp_reg) begin
            HRESP = HRESP_ERROR;
        end else begin
            HRESP = HRESP_OKAY;
        end
    end
    always @(*) begin
        if (error_reg && !error_resp_reg) begin
            HREADYOUT = 1'b0;
        end else begin
            HREADYOUT = 1'b1;
        end
    end
endmodule
$ cat flow/run.sh
#!/bin/bash
# OpenROAD 26Q1-2900-gdf79404cd8, Yosys 0.63+post, stock flow scripts
make -C /OpenROAD-flow-scripts/flow DESIGN_CONFIG=/design/flow/config.mk WORK_HOME=/design/flow/orfs finish
$ cat flow/config.mk
export PLATFORM = sky130hd
export DESIGN_NAME = ahb_text_vram_bridge
export DESIGN_NICKNAME = ahb_text_vram_bridge
export VERILOG_FILES = /design/flow/design.v
export SDC_FILE = /design/flow/constraint.sdc
export NUM_CORES = 4
export LEC_CHECK = 1
export CORE_AREA = 10 10 98 98
export DIE_AREA = 0 0 108 108
==> qor.csv <==
stage,metric,value,unit
hold_path,hold_depth,0,
synth,ys_types,38,
synth,yosys_area,1800,um^2
final_timing,fin_ws,0.07213,ns
synth,ys_sh_simple,0.2342,
global_routing,antenna_found_initial,0,
finish,finalNonFillerCells,449,
hold_path,hold_path.class,reg2reg,
setup_path,worstSetupPathType,in2out,
setup_path,critPathLaunchType,primary input,
power,leakagePower,0.001376,uW
floorplan,dieArea,11660,um^2
finish,fin_util,0.4619,
synth,syn_area,1800,um^2
synth,yosysTopAreaCell,dfrtp_1,
synth,ys_cells,205,
final_timing,maxSlewViolCount,0,
floorplan,coreArea,7647,um^2
cts,insertion_delay,0.36,ns
final_timing,finalCritPeriodShare,0.9742,
placed_design,dp_cells,436,
setup_path,cp.arrival,2.17,ns
route,drt-wirelength-per-cell,16.65,um
setup_path,worstPathMaxFanout,4,
synth,synth_xor_xnor_area_share,0,
setup_path,slowest_delay,0.55,ns
synth,yosysSeqAreaShare,0.3058,
power,peakVddDrop,526.4,uV
route,firstDrtPassIters,4,
floorplan,row_count,32,
final_timing,rsz0062_at_grt,false,
final_timing,slew_headroom,0.4873,
setup_path,rr_worst_depth,2,
synth,syn_area_per_cell,8.783,um^2
route,ant_nets,0,
placed_design,pre_cts_ws,0.09438,ns
finish,largest_register_ff_count,15,
global_routing,grt_start_max_net_pins,40,
synth,yosys-top-cells-count,"nor2_1, a21oi_1, dfrtp_1, mux2_2, buf_2",
synth,flop_cell,dfrtp_1,
route,vias,2050,
route,routed_wl,7.475,mm
synth,synth.top_cell.area_share,0.3058,
global_routing,track_usage,0.1154,
final_timing,setup_viol,0,
floorplan,io_pins,145,
route,routed_via_density,4.566,
final_timing,setup_tns,0,ns
outcome,status,"complete, no violations",
final_timing,fin_crit,2.728,ns
synth,edf_count,0,
final_timing,skew,0.00007699,ns
finish,drive_gt1_frac,0.1787,
placed_design,port-buffer-count,142,
synth,synth_cells,205,
job,warning_count,27,
setup_path,cp.required,2.24,ns
setup_path,slowest_stage,clkdlybuf4s50_1,
floorplan,fp_util,0.2354,
power,design_power_total,1458,uW
synth,synth_top_cell_by_count,nor2_1,
route,dr.first_iter.drc_count,89,
setup_path,end_kind,primary output,
route,antennaDiodeCount,0,
placed_design,globalplace.congestion,0.7434,
synth,ys_sh_aoi,0.2203,
finish,fillers,705,
global_routing,grt_pass1_vias,2029,
synth,ys_ff,22,
final_timing,hold_viol_final,0,
synth,ys_sh_adder,0,
placed_design,dp_hpwl,5.689,mm
power,power.density,412.9,nW/um^2
synth,ys_top_logic_family,simple AND/OR/NAND/NOR gates,
global_routing,grt_first_pass_wirelength,10.89,mm
route,drc,0,
cts,cts_tree,done,
finish,area_growth,96.18,%
floorplan,die_y,108,um
synth,topCellsByArea,"dfrtp_1, mux2_2, nor2_1",
global_routing,overflow,0,
setup_path,crit_chain,"clkdlybuf4s50_1, mux2i_1, a211o_1, a22oi_1, clkdlybuf4s50_1",
final_timing,tightest_slew,0.7667,ns
floorplan,fp.dieW,108,um
synth,synthArstFlopShare,1.000,
final_timing,fmax,366.6,MHz
synth,ys_warn_count,1,
cts,path_clk_slew,0.07,ns
setup_path,cpMostUsedCell,clkdlybuf4s50_1,
synth,mux_area_frac,0.1703,
job,drv_cap,0,
==> power by group <==
group,internal (uW),switching [uW]
sequential,373,44.0
combinational,454,267
clock,210,111
==> through the flow <==
| stage | area (um^2) | hold slack (ns) |
|---|---|---|
| global placement | 3302 | 0.4400 |
| floorplan | 1800 | 0.2644 |
| global route | 3532 | 0.5169 |
| finish | 3532 | 0.4920 |
| detailed placement | 3302 | 0.4480 |
| CTS | 3393 | 0.4604 |
==> cell families (layout without fill, tap and decap cells) <==
group,Yosys count,count (layout)
other,1,1
DFF,22,22
and+or+nand+nor,78,79
buffers and inverters,20,161
muxes,27,27
AOI/OAI and AO/OA,57,57
==> path summary, 6_finish.rpt <==
| path | startpoint | to | slack (ns) |
|---|---|---|---|
| setup / recovery | HWDATA[16] | cpu_wdata[0] | 0.07 |
| max in group asynchronous | HRESETn | addr_reg[7] | 1.56 |
| hold reg to reg | error_reg | error_resp_reg | 0.49 |
| min in group asynchronous | HRESETn | addr_reg[14] | 0.65 |
| setup reg to reg | addr_reg[1] | addr_reg[1] | 1.75 |
| hold / removal | error_reg | error_resp_reg | 0.49 |
==> worst max-delay path, delay by kind of cell <==
family                 cells  cell delay [ns]
AND-OR/OR-AND              2             0.47
buffers and inverters      2             1.05
multiplexers               1             0.09
==> routing by layer <==
metal / global-route usage / wire (um)
met4: 0.01240 / 39
met1: 0.1358 / 2990
met3: 0.04518 / 804
met2: 0.2004 / 3641
met5: 0 / 0
==> layout make-up <==
type / instances / area [um^2] / share of cell area
clock buffers: 7 / 92.59 / 0.02621
inverters: 1 / 3.754 / 0.001063
multi-input cells: 164 / 1186 / 0.3358
flip-flops and latches: 22 / 554.3 / 0.1569
well taps: 102 / 127.6 / 0.03613
repair buffers: 153 / 1568 / 0.4439
==> timing repair <==
item / CTS / global route
pin swaps: 0 / 4
gates cloned: 0 / 3
hold buffers: 0 / 0
hold endpoints to repair: 0 / 0
setup buffers: 0 / 4
setup endpoints to repair: 15 / 29
resized: 3 / 11
==> cell usage in the layout, fill, tap and decap left out, types with 8 or more instances in the layout <==
cell type        instances
a211o_1                  8
nor2_2                   9
and3b_1                  8
mux2_2                  19
nor2_1                  32
a21oi_1                 23
clkdlybuf4s50_1        141
dfrtp_1                 19
nand2_1                  9
Power and IR drop assume default switching activity.
